==> /design/flow/design.v <==
module Axi4LiteFilter #
    (parameter C_S_AXI_ADDR_WIDTH = 14, C_S_AXI_DATA_WIDTH = 32, FIR_DATA_WIDTH =16, FIR_ADDR_WIDTH = 6, RAM_SIZE = 512)
    (
        input       S_AXI_ACLK,
        input       S_AXI_ARESETN,
        input       [C_S_AXI_ADDR_WIDTH-1:0] S_AXI_AWADDR,
        input       S_AXI_AWVALID,
        output wire  S_AXI_AWREADY,
        input       [C_S_AXI_DATA_WIDTH-1:0] S_AXI_WDATA,
        input       [3:0] S_AXI_WSTRB,
        input       S_AXI_WVALID,
        output wire  S_AXI_WREADY,
        output wire  [1:0] S_AXI_BRESP,
        output wire  S_AXI_BVALID,
        input       S_AXI_BREADY,
        input       [C_S_AXI_ADDR_WIDTH-1:0] S_AXI_ARADDR,
        input       S_AXI_ARVALID,
        output wire  S_AXI_ARREADY,
        output wire  [C_S_AXI_DATA_WIDTH-1:0] S_AXI_RDATA,
        output wire  [1:0] S_AXI_RRESP,
        output wire  S_AXI_RVALID,
        input       S_AXI_RREADY
    );
    wire signed [FIR_DATA_WIDTH-1:0] do_impulse;
    wire signed [FIR_DATA_WIDTH-1:0] do_input;
    parameter IDLE = 0, WR_INPUT = 1, WR_IMPULSE = 2, CONVO = 3, RD_RES = 4 ;
    reg [3:0] nextState, currentState ; 
    reg [FIR_DATA_WIDTH-1:0] di_impulse = 0, di_input = 0;
	reg we_input;
    reg we_impulse;
	reg [C_S_AXI_DATA_WIDTH-1:0] doneD, doneQ, ramSizeD, ramSizeQ;
	reg signed [C_S_AXI_DATA_WIDTH-1:0] sumD, sumQ, resD, resQ, product ;
	reg [FIR_ADDR_WIDTH-1:0] a_input, a_impulse, input_itrD, input_itrQ;
	reg en_counter;
	reg [FIR_ADDR_WIDTH:0] itr;     
	wire [C_S_AXI_ADDR_WIDTH-1:0]wrAddrS;
	wire [C_S_AXI_DATA_WIDTH-1:0]wrDataS;
	wire wrS;
	wire [C_S_AXI_ADDR_WIDTH-1:0] rdAddrS;
	reg [C_S_AXI_DATA_WIDTH-1:0] rdDataS = 0;
	wire rdS;
Axi4LiteSupporter #(.C_S_AXI_ADDR_WIDTH(C_S_AXI_ADDR_WIDTH),.C_S_AXI_DATA_WIDTH(C_S_AXI_DATA_WIDTH)) Axi4LiteSupporter1 (
    .wrAddr(wrAddrS),                     
    .wrData(wrDataS),                     
    .wr(wrS),                             
    .rdAddr(rdAddrS),                     
    .rdData(rdDataS),                     
    .rd(rdS),                             
    .S_AXI_ACLK(S_AXI_ACLK),             
    .S_AXI_ARESETN(S_AXI_ARESETN),       
    .S_AXI_AWADDR(S_AXI_AWADDR),         
    .S_AXI_AWVALID(S_AXI_AWVALID),       
    .S_AXI_AWREADY(S_AXI_AWREADY),       
    .S_AXI_WDATA(S_AXI_WDATA),           
    .S_AXI_WSTRB(S_AXI_WSTRB),           
    .S_AXI_WVALID(S_AXI_WVALID),         
    .S_AXI_WREADY(S_AXI_WREADY),         
    .S_AXI_BRESP(S_AXI_BRESP),           
    .S_AXI_BVALID(S_AXI_BVALID),         
    .S_AXI_BREADY(S_AXI_BREADY),         
    .S_AXI_ARADDR(S_AXI_ARADDR),         
    .S_AXI_ARVALID(S_AXI_ARVALID),       
    .S_AXI_ARREADY(S_AXI_ARREADY),       
    .S_AXI_RDATA(S_AXI_RDATA),           
    .S_AXI_RRESP(S_AXI_RRESP),           
    .S_AXI_RVALID(S_AXI_RVALID),         
    .S_AXI_RREADY(S_AXI_RREADY)          
    ) ;
SinglePortRAM #(.RAM_ADDR_WIDTH(FIR_ADDR_WIDTH),.RAM_DATA_WIDTH(FIR_DATA_WIDTH),.RAM_SIZE(RAM_SIZE)) FilterRAM1 (
        .clk(S_AXI_ACLK),
        .we(we_input),
        .a(a_input),
        .di(di_input),
        .do(do_input)
    );
SinglePortRAM #(.RAM_ADDR_WIDTH(FIR_ADDR_WIDTH),.RAM_DATA_WIDTH(FIR_DATA_WIDTH),.RAM_SIZE(RAM_SIZE)) ImpulseRAM1 (
        .clk(S_AXI_ACLK),
        .we(we_impulse),
        .a(a_impulse),
        .di(di_impulse),
        .do(do_impulse)
    );
    always @(posedge S_AXI_ACLK) begin
		if ( !S_AXI_ARESETN ) begin
			currentState <= IDLE ;
			input_itrQ <= 0;
			sumQ <= 0 ;
			resQ <= 0;
			ramSizeQ <= 0;
			itr <= 0 ;
			doneQ <= 0 ;
		end
		else begin
			currentState <= nextState ;
			input_itrQ <= input_itrD ;
			sumQ <= sumD ;
			resQ <= resD;
			ramSizeQ <= ramSizeD ;
			doneQ <= doneD ;
			if (en_counter) begin
			    itr <= itr + 1 ;
			    if (itr >= ramSizeQ)
			        itr <= 0 ;
			end
		end
	end
	always @ * begin
	   nextState = currentState ;
	   input_itrD = input_itrQ ;
	   resD = resQ ;
	   ramSizeD = ramSizeQ ;
	   doneD = doneQ ;
	   sumD = 0 ;
	   we_input = 0 ;
	   we_impulse = 0 ;
	   rdDataS = 0 ;
	   a_impulse = 0 ;
	   a_input = 0 ;
	   di_input = 0 ;
	   di_impulse = 0 ;
	   en_counter = 0 ;
	   if (rdS && rdAddrS == 14'b01000000000100) begin    
	       rdDataS = doneQ ;
	       if(doneQ == 1)begin
	           doneD = 0 ;
	       end
	   end
	   if (wrS && wrAddrS == 14'b01000000001000) begin    
	       ramSizeD = wrDataS ;
	   end
	   case(currentState)
	   IDLE:begin
               if (wrS) begin
                   if (wrAddrS[C_S_AXI_ADDR_WIDTH-1:11] == 0) begin   
                       nextState = WR_INPUT;
                       a_input = wrAddrS[7:2];
                       input_itrD = wrAddrS[7:2];
                       we_input = 1;
                       di_input = wrDataS;
                   end
                   if (wrAddrS[C_S_AXI_ADDR_WIDTH-1:11] == 1) begin   
                       nextState = WR_IMPULSE;
                       a_impulse = wrAddrS[7:2];
                       we_impulse = 1 ;
	                   di_impulse = wrDataS ;
	                   a_input = wrAddrS[7:2];
	                   we_input = 1 ;
	                   di_input = 0 ;
                   end
               end
               if (rdS && rdAddrS == 14'b01000000000000) begin   
	               rdDataS = resQ;
                   nextState = RD_RES;
               end
	       end
	   WR_INPUT:begin
               nextState = CONVO;
	       end
	   WR_IMPULSE:begin
	           nextState = IDLE;
	       end
	   CONVO:begin
	           en_counter = 1;
	           a_impulse = itr;
	           if (itr > input_itrQ) begin
	               a_input = input_itrQ - itr + ramSizeQ ; 
	           end else if (itr <= input_itrQ) begin
	               a_input = input_itrQ - itr ;
	           end
	           product = do_impulse * do_input;
	           sumD = sumQ + product;
	           if (itr >= ramSizeQ) begin
	               resD = sumD;
	               resD = (resD + 16384) >> 15 ;
	               resD = { {16{resD[15]}}, resD[15:0] };
	               nextState = IDLE;
	               doneD = 1 ;
	           end
	       end
	   RD_RES:begin
	           nextState = IDLE ;
	       end
	   default:begin
	           nextState = IDLE;
	       end
	   endcase
	end
endmodule
module Axi4LiteSupporter #
    (parameter C_S_AXI_ADDR_WIDTH = 6, C_S_AXI_DATA_WIDTH = 32)
    (
        output reg  [C_S_AXI_ADDR_WIDTH-1:0] wrAddr,
        output reg  [C_S_AXI_DATA_WIDTH-1:0] wrData,
        output reg  wr,
        output reg  [C_S_AXI_ADDR_WIDTH-1:0] rdAddr,
        input       [C_S_AXI_DATA_WIDTH-1:0] rdData,
        output reg  rd,
        input       S_AXI_ACLK,
        input       S_AXI_ARESETN,
        input       [C_S_AXI_ADDR_WIDTH-1:0] S_AXI_AWADDR,
        input       S_AXI_AWVALID,
        output reg  S_AXI_AWREADY,
        input       [C_S_AXI_DATA_WIDTH-1:0] S_AXI_WDATA,
        input       [3:0] S_AXI_WSTRB,
        input       S_AXI_WVALID,
        output reg  S_AXI_WREADY,
        output reg  [1:0] S_AXI_BRESP,
        output reg  S_AXI_BVALID,
        input       S_AXI_BREADY,
        input       [C_S_AXI_ADDR_WIDTH-1:0] S_AXI_ARADDR,
        input       S_AXI_ARVALID,
        output reg  S_AXI_ARREADY,
        output reg  [C_S_AXI_DATA_WIDTH-1:0] S_AXI_RDATA,
        output reg  [1:0] S_AXI_RRESP,
        output reg  S_AXI_RVALID,
        input       S_AXI_RREADY
    );
    parameter IDLE = 0, RD_INTRANS = 1, WR_INTRANS = 2;
    reg [3:0] nextState, currentState ; 
    reg [C_S_AXI_DATA_WIDTH-1:0] rdDataD, rdDataQ;
    always @ * begin 
		nextState = currentState ;
		wr = 0 ;
		wrAddr = 0 ;
		wrData = 0 ;
		rd = 0 ;
		rdAddr = 0 ;
		S_AXI_ARREADY = 0 ;
		S_AXI_RDATA = 0 ;
		S_AXI_RRESP = 0 ;
		S_AXI_RVALID = 0 ;
		S_AXI_AWREADY = 0 ;
		S_AXI_WREADY = 0 ;
		S_AXI_BRESP = 2'b00 ;
		S_AXI_BVALID = 0 ;
		rdDataD = rdDataQ ;
        case(currentState) 
            IDLE: begin 
                if ( S_AXI_ARVALID ) begin
                    nextState = RD_INTRANS ;
				    S_AXI_ARREADY = 1 ;
				    rdAddr = S_AXI_ARADDR ;
				    rdDataD = rdData ;
				    rd = 1 ;
                end
                else if ( S_AXI_AWVALID && S_AXI_WVALID ) begin
                    nextState = WR_INTRANS ;
                end 
             end
			RD_INTRANS: begin
                S_AXI_RVALID = 1 ;
                S_AXI_RDATA = rdDataQ ;
				S_AXI_RRESP = 2'b00 ;
				if (S_AXI_RREADY) begin
					nextState = IDLE ;
				end
			end
			WR_INTRANS: begin
				S_AXI_AWREADY = 1 ;
				wrAddr = S_AXI_AWADDR;
				S_AXI_WREADY = 1 ;
				wrData = S_AXI_WDATA ;
				wr = 1 ;
                S_AXI_BRESP = 2'b00 ;
                S_AXI_BVALID = 1 ;
				if (S_AXI_BREADY) begin                
					nextState = IDLE;
				end 
			end    
            default: begin
				nextState = IDLE ;
            end
        endcase
    end 
	always @(posedge S_AXI_ACLK) begin
		if ( !S_AXI_ARESETN ) begin
			currentState <= IDLE ;
			rdDataQ <= 0 ;
		end
		else begin
			currentState <= nextState ;
			rdDataQ <= rdDataD ;
		end
	end
endmodule
module SinglePortRAM #
    (parameter RAM_ADDR_WIDTH = 6, RAM_DATA_WIDTH = 16, RAM_SIZE = 512)
    (
        input       clk,
        input       we,
        input       [RAM_ADDR_WIDTH-1:0] a,
        input       [RAM_DATA_WIDTH-1:0] di,
        output  reg [RAM_DATA_WIDTH-1:0] do
    );
    reg signed [RAM_DATA_WIDTH-1:0] ram [RAM_SIZE-1:0];
    integer i ;
    initial begin
        for (i = 0; i < RAM_SIZE; i = i + 1) begin
            ram[i] = 0 ;
        end
    end
    always @ (posedge clk) begin
        if (we)
            ram[a] <= di;
    end
    always @ * begin 
        do = ram[a];
    end
endmodule
==> /design/flow/run.sh <==
#!/bin/bash
# OpenROAD 26Q1-2900-gdf79404cd8, Yosys 0.63+post, stock flow scripts
make -C /OpenROAD-flow-scripts/flow DESIGN_CONFIG=/design/flow/config.mk WORK_HOME=/design/flow/orfs finish
==> /design/flow/config.mk <==
export PLATFORM = sky130hd
export DESIGN_NAME = Axi4LiteFilter
export DESIGN_NICKNAME = Axi4LiteFilter
export VERILOG_FILES = /design/flow/design.v
export SDC_FILE = /design/flow/constraint.sdc
export NUM_CORES = 4
export LEC_CHECK = 1
export CORE_UTILIZATION = 30
export SYNTH_MEMORY_MAX_BITS = 65536
==> /design/flow/constraint.sdc <==
current_design Axi4LiteFilter

set clk_period 65.3
set clk_io_pct 0.2

create_clock -name clk0 -period $clk_period [get_ports {S_AXI_ACLK}]

set non_clock_inputs [all_inputs -no_clocks]
set_input_delay [expr $clk_period * $clk_io_pct] -clock clk0 $non_clock_inputs
set_output_delay [expr $clk_period * $clk_io_pct] -clock clk0 [all_outputs]
==> impl_results.html <==
<!-- implementation run metrics -->
<table>
<tr><th>Metric</th><th>Value</th></tr>
<tr><th colspan="2">Clocking</th></tr>
<tr><td>Worst-Skew Late Latency</td><td>0.91 ns</td></tr>
<tr><td>Post-CTS setup buffer count</td><td>0</td></tr>
<tr><td>Max Buffers Root-to-Sink</td><td>4</td></tr>
<tr><td>TritonCTS clock tree</td><td>built</td></tr>
<tr><td>Cts-stage hold buffer count</td><td>0</td></tr>
<tr><td>TritonCTS Buffers</td><td>231</td></tr>
<tr><td>Clk sinks</td><td>2212</td></tr>
<tr><td>Clock slew at the register clock pins of the worst setup and hold paths</td><td>0.06 ns</td></tr>
<tr><td>Clock tree root driver cell</td><td>clkbuf_16</td></tr>
<tr><td>Cells resized by post-CTS repair</td><td>0</td></tr>
<tr><td>H-tree depth reported by CTS</td><td>4</td></tr>
<tr><th colspan="2">Logic synthesis</th></tr>
<tr><td>Mux contribution to synthesized area</td><td>0.00572</td></tr>
<tr><td>Number of different library cells in the post-synthesis netlist</td><td>91</td></tr>
<tr><td>Count of state elements after synthesis</td><td>2212</td></tr>
<tr><td>Cell count after synthesis</td><td>8355</td></tr>
<tr><td>Post-synth tally of flip-flops with integrated enable</td><td>2048</td></tr>
<tr><td>Sequential fraction of the synthesis area</td><td>0.649</td></tr>
<tr><td>Synth top cell by count</td><td>nand2_1</td></tr>
<tr><td>Async SR Flop Fraction</td><td>0</td></tr>
<tr><td>Synth Area in Adders</td><td>0.0734</td></tr>
<tr><td>Synth top area share</td><td>0.616</td></tr>
<tr><td>Area fraction in compound gates</td><td>0.0539</td></tr>
<tr><td>Yosys chip area</td><td>0.0998 mm^2</td></tr>
<tr><td>And+or+nand+nor area frac</td><td>0.175</td></tr>
<tr><td>Cells taking the most area after synthesis</td><td>edfxtp_1 62%, nand2_1 8.0%, fa_1 5.8%</td></tr>
<tr><td>Post-synthesis cell count from yosys</td><td>8355</td></tr>
<tr><td>Cell accounting for the most synthesized area</td><td>edfxtp_1</td></tr>
<tr><td>Cell area after synthesis</td><td>0.0998 mm^2</td></tr>
<tr><td>Post-Syn Area per Cell</td><td>11.9 um^2</td></tr>
<tr><td>Primary flip-flop cell chosen by synthesis mapping</td><td>edfxtp_1</td></tr>
<tr><td>Synth logic family</td><td>simple AND/OR/NAND/NOR gates</td></tr>
<tr><td>Ranking of synthesized cells by instance count</td><td>2119 x nand2_1, 2048 x edfxtp_1, 982 x nand3_1</td></tr>
<tr><td>Area share of xor/xnor cells in the synthesized design</td><td>0.00536</td></tr>
<tr><td>Yosys warnings</td><td>3</td></tr>
<tr><th colspan="2">Min path</th></tr>
<tr><td>Class of the tightest hold or removal check</td><td>reg2reg</td></tr>
<tr><td>Endpoint, Worst Hold</td><td>currentState[0]</td></tr>
<tr><td>Worst hold stages</td><td>2</td></tr>
<tr><td>Critical hold path startpoint</td><td>currentState[1]</td></tr>
<tr><th colspan="2">Floorplanning</th></tr>
<tr><td>Number of core rows</td><td>211</td></tr>
<tr><td>Vertical die size</td><td>579 um</td></tr>
<tr><td>Top Ports</td><td>112</td></tr>
<tr><td>Chip area</td><td>0.335 mm^2</td></tr>
<tr><td>Standard cell core area</td><td>0.331 mm^2</td></tr>
<tr><td>Horizontal die dimension</td><td>579 um</td></tr>
<tr><td>FP Core Util</td><td>0.302</td></tr>
<tr><th colspan="2">Timing</th></tr>
<tr><td>Minimum hold slack</td><td>0.437 ns</td></tr>
<tr><td>Shortest clock period the worst path allows after layout</td><td>28.19 ns</td></tr>
<tr><td>Slew of the pin with the lowest slew margin</td><td>0.966 ns</td></tr>
<tr><td>Final count of hold timing violations</td><td>0</td></tr>
<tr><td>Clock Skew</td><td>0.101 ns</td></tr>
<tr><td>Share of the clock period used by the worst path</td><td>0.432</td></tr>
<tr><td>Setup repair after global routing missed its margin</td><td>no</td></tr>
<tr><td>Max Slew Vio Count</td><td>0</td></tr>
<tr><td>F_max</td><td>0.0355 GHz</td></tr>
<tr><td>Max_slew headroom</td><td>0.350</td></tr>
<tr><td>Final TNS setup</td><td>0 ns</td></tr>
<tr><td>Setup-failing EPs final</td><td>0</td></tr>
<tr><th colspan="2">Detailed routing</th></tr>
<tr><td>Number of vias per cell after detailed routing</td><td>5.02</td></tr>
<tr><td>Residual antenna-violating net count after detailed routing</td><td>0</td></tr>
<tr><td>Starting DRT DRC Count</td><td>4211</td></tr>
<tr><td>First-pass DRT Iterations</td><td>6</td></tr>
<tr><td>Residual DRC count</td><td>0</td></tr>
<tr><td>Total number of vias</td><td>65.5k</td></tr>
<tr><td>Drt total wl</td><td>274 mm</td></tr>
<tr><td>Routed WL per cell</td><td>21.0 um</td></tr>
<tr><th colspan="2">Placed design</th></tr>
<tr><td>DP Wirelength</td><td>162 mm</td></tr>
<tr><td>Routability congestion estimate</td><td>0.902</td></tr>
<tr><td>Placed inst area</td><td>0.107 mm^2</td></tr>
<tr><td>Count of buffers from port buffering</td><td>103</td></tr>
<tr><th colspan="2">Critical path</th></tr>
<tr><td>Nature of the critical path endpoint</td><td>output pin</td></tr>
<tr><td>Critical path fanouts, max</td><td>20</td></tr>
<tr><td>Worst reg2reg setup slack</td><td>51.64 ns</td></tr>
<tr><td>Critical R2R Capture</td><td>resQ[14]</td></tr>
<tr><td>Crit Path Category</td><td>in2out</td></tr>
<tr><td>Critical Path AT</td><td>15.13 ns</td></tr>
<tr><td>Worst EP required</td><td>52.24 ns</td></tr>
<tr><td>Number of cell instances on the worst register-to-register path</td><td>45</td></tr>
<tr><td>Kind of start point of the critical path</td><td>input pin</td></tr>
<tr><td>Critical register-to-register path startpoint</td><td>itr[0]</td></tr>
<tr><th colspan="2">Power</th></tr>
<tr><td>Sequential share of power</td><td>0.408</td></tr>
<tr><td>Switching Share</td><td>0.302</td></tr>
<tr><td>Leak Pwr</td><td>40.2 nW</td></tr>
<tr><td>Switching pwr</td><td>1.13 mW</td></tr>
<tr><td>Clock share of power</td><td>0.325</td></tr>
<tr><td>Worst supply voltage drop on vdd</td><td>0.0804 mV</td></tr>
<tr><td>Overall power of the completed layout</td><td>3.75 mW</td></tr>
<tr><td>Combinational share of power</td><td>0.268</td></tr>
<tr><td>Power Internal</td><td>2.62 mW</td></tr>
<tr><td>P per Cell Area</td><td>32.9 mW/mm^2</td></tr>
<tr><th colspan="2">Global route</th></tr>
<tr><td>Vias in the first global route</td><td>68.5k</td></tr>
<tr><td>Wire length of the first global-routing pass</td><td>412 mm</td></tr>
<tr><td>Pin count of the biggest net entering global routing</td><td>142</td></tr>
<tr><td>All-Layer GR Usage</td><td>0.173</td></tr>
<tr><td>Overall overflow remaining after global route</td><td>0</td></tr>
<tr><td>Antenna violations before repair</td><td>13</td></tr>
<tr><th colspan="2">Final layout</th></tr>
<tr><td>Area growth from synthesis to final layout</td><td>14.0%</td></tr>
<tr><td>Final core utilization</td><td>0.344</td></tr>
<tr><td>Share of layout cells above drive strength 1</td><td>0.0873</td></tr>
<tr><td>Post-route standard cell area excluding fillers</td><td>0.114 mm^2</td></tr>
<tr><td>Sequential standard cell area</td><td>0.0648 mm^2</td></tr>
<tr><td>FILL cells</td><td>31.1k</td></tr>
<tr><td>Multi-input combinational cell area</td><td>0.0316 mm^2</td></tr>
<tr><th colspan="2">Outcome</th></tr>
<tr><td>Outcome</td><td>finished, final reports clean</td></tr>
<tr><th colspan="2">Run</th></tr>
<tr><td>Reported max-cap violation count</td><td>0</td></tr>
<tr><td>Count of tool warnings</td><td>59</td></tr>
</table>
-- area by class of cell --
type / instances / area share
timing repair buffer: 431 / 0.0317
antenna: 8 / 0.000176
clock inverter: 125 / 0.00724
tap: 4366 / 0.0480
multi-input combinational: 5255 / 0.278
inverter: 366 / 0.0121
clock buffer: 284 / 0.0534
sequential: 2212 / 0.569
-- sequential cells by signal (all words and copies together), names as in the netlist, 5 cells and up --
register	count
FilterRAM1.ram	1024
ImpulseRAM1.ram	1024
Axi4LiteSupporter1.rdDataQ	32
doneQ	32
ramSizeQ	32
sumQ	31
resQ	16
itr	7
input_itrQ	6
currentState	5
-- stage by stage --
stage | setup WS, ns | instances
2_1_floorplan | 38.52 | 8358
3_3_place_gp | 37.14 | 12600
3_5_place_dp | 37.12 | 12600
4_1_cts | 37.11 | 13000
5_1_grt | 36.95 | 13000
6_report | 37.11 | 13000
-- layout by cell type, fill, tap and decap left out, types with 12 or more instances in the layout --
cell type | Yosys | layout
a21oi_1 | 224 | 224
o21ai_0 | 52 | 51
and3_2 | 0 | 32
nor3_1 | 68 | 48
a222oi_1 | 15 | 15
a21o_1 | 28 | 27
and2_1 | 162 | 162
clkinv_1 | 0 | 60
nand2b_1 | 17 | 17
nand4_1 | 18 | 18
clkbuf_16 | 0 | 234
nor2_1 | 272 | 269
o22ai_1 | 57 | 57
a31oi_1 | 133 | 133
a22oi_1 | 35 | 30
clkinv_2 | 0 | 35
and3_1 | 180 | 148
nand2_1 | 2119 | 2118
or2_2 | 12 | 12
buf_4 | 39 | 319
a211oi_1 | 35 | 35
mux4_2 | 19 | 19
mux2i_1 | 12 | 12
ha_1 | 120 | 120
nand3_1 | 982 | 982
a311oi_1 | 132 | 132
dfxtp_1 | 164 | 163
clkbuf_1 | 267 | 45
inv_1 | 366 | 365
nor2b_1 | 35 | 35
nor4_1 | 42 | 42
fa_1 | 291 | 291
edfxtp_1 | 2048 | 2048
clkdlybuf4s50_1 | 0 | 103
xor2_1 | 23 | 23
xnor2_1 | 35 | 35
nor3_2 | 1 | 21
-- critical path: stages --
cell and delay (ns):
clkdlybuf4s50_1 0.48, nand2_1 0.41, inv_1 0.60, clkdlybuf4s50_1 0.57
-- per-layer routing --
layer | routed length, um | GRT usage | vias up
li1 | - | - | 29900
met1 | 93700 | 0.194 | 31800
met2 | 131000 | 0.273 | 3283
met3 | 36000 | 0.104 | 521
met4 | 12300 | 0.0614 | 10
met5 | 320 | 0.00964 | -
-- logic make-up (layout without fill, tap and decap cells) --
logic type	Yosys count	after routing
xor+xnor	59	59
fa+ha+maj	411	411
flops	2212	2212
mux	33	33
compound gates	799	799
buf+inv	891	1206
other cells	1	12
simple gates	3949	3949
-- power by group through the flow --
stage | registers (mW) | clock network (mW) | logic (mW)
4_1_cts | 1.53 | 1.24 | 1.00
5_1_grt | 1.53 | 1.29 | 1.14
6_report | 1.53 | 1.22 | 1.00
-- how the worst max path moves through the flow --
| stage | startpoint | end | cells after the start | slack [ns] |
|---|---|---|---|---|
| after global routing | S_AXI_ARVALID | S_AXI_ARREADY | 4 | 36.95 |
| after CTS | S_AXI_ARVALID | S_AXI_ARREADY | 4 | 37.11 |
| final | S_AXI_ARVALID | S_AXI_ARREADY | 4 | 37.11 |
No activity file was given, so power comes from the tool's default toggle rates.
