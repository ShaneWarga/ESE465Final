## flow/design.v

```verilog
`timescale 1ns / 1ps
module Axi4LiteRegs#(parameter C_S_AXI_ADDR_WIDTH = 11, C_S_AXI_DATA_WIDTH = 32, DATA_WIDTH =16, FIR_ADDR_WIDTH = 6)(
        input       S_AXI_ACLK,
        input       S_AXI_ARESETN,
        input       [C_S_AXI_ADDR_WIDTH-1:0] S_AXI_AWADDR,
        input       S_AXI_AWVALID,
        output wire  S_AXI_AWREADY,
        input       [C_S_AXI_DATA_WIDTH-1:0] S_AXI_WDATA,
        input       [3:0] S_AXI_WSTRB,
        input       S_AXI_WVALID,
        output wire  S_AXI_WREADY,
        output wire  [1:0] S_AXI_BRESP,
        output wire  S_AXI_BVALID,
        input       S_AXI_BREADY,
        input       [C_S_AXI_ADDR_WIDTH-1:0] S_AXI_ARADDR,
        input       S_AXI_ARVALID,
        output wire  S_AXI_ARREADY,
        output wire  [C_S_AXI_DATA_WIDTH-1:0] S_AXI_RDATA,
        output wire  [1:0] S_AXI_RRESP,
        output wire  S_AXI_RVALID,
        input       S_AXI_RREADY,
        output wire  reg0_0,
        output wire  reg0_1
    );
	reg [C_S_AXI_DATA_WIDTH-1:0] reg0D = 0, reg0Q = 0;
	reg [C_S_AXI_DATA_WIDTH-1:0] reg1D = 0, reg1Q = 0;
	wire [C_S_AXI_ADDR_WIDTH-1:0]wrAddrS;
	wire [C_S_AXI_DATA_WIDTH-1:0]wrDataS;
	wire wrS;
	wire [C_S_AXI_ADDR_WIDTH-1:0] rdAddrS;
	reg [C_S_AXI_DATA_WIDTH-1:0] rdDataS = 0;
	wire rdS;
	wire rdDone = 1, wrDone = 1;
Axi4LiteSupporter #(.C_S_AXI_ADDR_WIDTH(C_S_AXI_ADDR_WIDTH),.C_S_AXI_DATA_WIDTH(C_S_AXI_DATA_WIDTH)) Axi4LiteSupporter1 (
    .wrAddr(wrAddrS),                     
    .wrData(wrDataS),                     
    .wr(wrS),                             
    .rdAddr(rdAddrS),                     
    .rdData(rdDataS),                     
    .rd(rdS),                             
    .S_AXI_ACLK(S_AXI_ACLK),             
    .S_AXI_ARESETN(S_AXI_ARESETN),       
    .S_AXI_AWADDR(S_AXI_AWADDR),         
    .S_AXI_AWVALID(S_AXI_AWVALID),       
    .S_AXI_AWREADY(S_AXI_AWREADY),       
    .S_AXI_WDATA(S_AXI_WDATA),           
    .S_AXI_WSTRB(S_AXI_WSTRB),           
    .S_AXI_WVALID(S_AXI_WVALID),         
    .S_AXI_WREADY(S_AXI_WREADY),         
    .S_AXI_BRESP(S_AXI_BRESP),           
    .S_AXI_BVALID(S_AXI_BVALID),         
    .S_AXI_BREADY(S_AXI_BREADY),         
    .S_AXI_ARADDR(S_AXI_ARADDR),         
    .S_AXI_ARVALID(S_AXI_ARVALID),       
    .S_AXI_ARREADY(S_AXI_ARREADY),       
    .S_AXI_RDATA(S_AXI_RDATA),           
    .S_AXI_RRESP(S_AXI_RRESP),           
    .S_AXI_RVALID(S_AXI_RVALID),         
    .S_AXI_RREADY(S_AXI_RREADY)          
    ) ;
	always @(posedge S_AXI_ACLK) begin
	    if (!S_AXI_ARESETN) begin
	        reg0Q <= 0 ;
	        reg1Q <= 0 ;
	    end
	    else begin
	        reg0Q <= reg0D ;
	        reg1Q <= reg1D ;
	    end
	end
	assign reg0_0 = reg0Q[0] ;
	assign reg0_1 = reg0Q[1] ;
	always @* begin
	    reg0D = reg0Q ;
	    reg1D = reg1Q ;
	    rdDataS = 0 ;
		if (wrS) begin
			if (wrAddrS == 0) begin 
				reg0D = wrDataS ;
			end 
			if (wrAddrS == 4) begin 
				reg1D = wrDataS ;
			end
		end
		 if (rdS) begin  
			if (rdAddrS == 0) begin 
				 rdDataS = reg0Q;
			end 
			else if (rdAddrS == 4) begin 
				rdDataS = reg1Q;
			end
		end 
	end
endmodule
module Axi4LiteSupporter #
    (parameter C_S_AXI_ADDR_WIDTH = 6, C_S_AXI_DATA_WIDTH = 32)
    (
        output reg  [C_S_AXI_ADDR_WIDTH-1:0] wrAddr,
        output reg  [C_S_AXI_DATA_WIDTH-1:0] wrData,
        output reg  wr,
        output reg  [C_S_AXI_ADDR_WIDTH-1:0] rdAddr,
        input       [C_S_AXI_DATA_WIDTH-1:0] rdData,
        output reg  rd,
        input       S_AXI_ACLK,
        input       S_AXI_ARESETN,
        input       [C_S_AXI_ADDR_WIDTH-1:0] S_AXI_AWADDR,
        input       S_AXI_AWVALID,
        output reg  S_AXI_AWREADY,
        input       [C_S_AXI_DATA_WIDTH-1:0] S_AXI_WDATA,
        input       [3:0] S_AXI_WSTRB,
        input       S_AXI_WVALID,
        output reg  S_AXI_WREADY,
        output reg  [1:0] S_AXI_BRESP,
        output reg  S_AXI_BVALID,
        input       S_AXI_BREADY,
        input       [C_S_AXI_ADDR_WIDTH-1:0] S_AXI_ARADDR,
        input       S_AXI_ARVALID,
        output reg  S_AXI_ARREADY,
        output reg  [C_S_AXI_DATA_WIDTH-1:0] S_AXI_RDATA,
        output reg  [1:0] S_AXI_RRESP,
        output reg  S_AXI_RVALID,
        input       S_AXI_RREADY
    );
    parameter IDLE = 0, RD_INTRANS = 1, WR_INTRANS = 2;
    reg [3:0] nextState, currentState ; 
    reg [C_S_AXI_DATA_WIDTH-1:0] rdDataD, rdDataQ;
    always @ * begin 
		nextState = currentState ;
		wr = 0 ;
		wrAddr = 0 ;
		wrData = 0 ;
		rd = 0 ;
		rdAddr = 0 ;
		S_AXI_ARREADY = 0 ;
		S_AXI_RDATA = 0 ;
		S_AXI_RRESP = 0 ;
		S_AXI_RVALID = 0 ;
		S_AXI_AWREADY = 0 ;
		S_AXI_WREADY = 0 ;
		S_AXI_BRESP = 2'b00 ;
		S_AXI_BVALID = 0 ;
		rdDataD = rdDataQ ;
        case(currentState) 
            IDLE: begin 
                if ( S_AXI_ARVALID ) begin
                    nextState = RD_INTRANS ;
				    S_AXI_ARREADY = 1 ;
				    rdAddr = S_AXI_ARADDR ;
				    rdDataD = rdData ;
				    rd = 1 ;
                end
                else if ( S_AXI_AWVALID && S_AXI_WVALID ) begin
                    nextState = WR_INTRANS ;
                end 
             end
			RD_INTRANS: begin
                S_AXI_RVALID = 1 ;
                S_AXI_RDATA = rdDataQ ;
				S_AXI_RRESP = 2'b00 ;
				if (S_AXI_RREADY) begin
					nextState = IDLE ;
				end
			end
			WR_INTRANS: begin
				S_AXI_AWREADY = 1 ;
				wrAddr = S_AXI_AWADDR;
				S_AXI_WREADY = 1 ;
				wrData = S_AXI_WDATA ;
				wr = 1 ;
                S_AXI_BRESP = 2'b00 ;
                S_AXI_BVALID = 1 ;
				if (S_AXI_BREADY) begin                
					nextState = IDLE;
				end 
			end    
            default: begin
				nextState = IDLE ;
            end
        endcase
    end 
	always @(posedge S_AXI_ACLK) begin
		if ( !S_AXI_ARESETN ) begin
			currentState <= IDLE ;
			rdDataQ <= 0 ;
		end
		else begin
			currentState <= nextState ;
			rdDataQ <= rdDataD ;
		end
	end
endmodule
```

## flow/run.sh

```bash
#!/bin/bash
# OpenROAD 26Q1-2900-gdf79404cd8, Yosys 0.63+post, stock flow scripts
make -C /OpenROAD-flow-scripts/flow DESIGN_CONFIG=/design/flow/config.mk WORK_HOME=/design/flow/orfs finish
```

## flow/config.mk

```make
export PLATFORM = sky130hd
export DESIGN_NAME = Axi4LiteRegs
export DESIGN_NICKNAME = Axi4LiteRegs
export VERILOG_FILES = /design/flow/design.v
export SDC_FILE = /design/flow/constraint.sdc
export NUM_CORES = 4
export LEC_CHECK = 1
export CORE_UTILIZATION = 40
```

## flow/constraint.sdc

```tcl
current_design Axi4LiteRegs

set clk_period 8.7
set clk_io_pct 0.2

create_clock -name clk0 -period $clk_period [get_ports {S_AXI_ACLK}]

set non_clock_inputs [all_inputs -no_clocks]
set_input_delay [expr $clk_period * $clk_io_pct] -clock clk0 $non_clock_inputs
set_output_delay [expr $clk_period * $clk_io_pct] -clock clk0 [all_outputs]
```

==> out/qor.json <==
{
  "status": {
    "status": "finished clean"
  },
  "placement": {
    "dp.cells": 689,
    "place.port_buffers": 99,
    "routabilityCongestion": 0.737,
    "hpwlAfterDp_um": 5820
  },
  "synth": {
    "yosys-top-cells-count": "sky130_fd_sc_hd__nand2_1, sky130_fd_sc_hd__dfxtp_1, sky130_fd_sc_hd__mux2i_1",
    "synth.area.top_cells": "sky130_fd_sc_hd__dfxtp_1, sky130_fd_sc_hd__mux2i_1, sky130_fd_sc_hd__nand2_1",
    "yosysCellCount": 483,
    "yosysChipArea_um2": 4300,
    "synth_dominant_cell_count": "sky130_fd_sc_hd__nand2_1",
    "yosys_most_used_dff": "sky130_fd_sc_hd__dfxtp_1",
    "yosysUniqueCellTypes": 24,
    "synthesis.instances": 483,
    "top_cell_area_share": 0.460,
    "yosys.area.top_type": "sky130_fd_sc_hd__dfxtp_1",
    "yosysWarningCount": 2,
    "seq_area_frac_synth": 0.460,
    "synth.ff_latch_count": 99,
    "synth_async_sr_flop_share": 0,
    "synth_area_um2": 4300,
    "avg_synthesized_cell_area_um2": 8.91,
    "enable_flop_cells": 0
  },
  "job": {
    "max-cap-violations": 0,
    "tool_warnings": 29
  },
  "pwr": {
    "share_seq_of_total_power": 0.557,
    "power_density_nw_per_um2": 148,
    "netSwitchingPower_uw": 189,
    "switching_portion_of_total_power": 0.230,
    "share_clk_of_total_power": 0.366,
    "comb_power_share": 0.077,
    "p_total_uw": 818,
    "irDropWorstVdd_mv": 0.0818,
    "power_leakage_uw": 0.00192,
    "cell_internal_pwr_uw": 630
  },
  "clocking": {
    "post-cts-setup-buffer-count": 0,
    "clk_path_buf_depth": 2,
    "cts.clk_slew.worst_paths_ns": 0.09,
    "cts_sinks": 99,
    "cts_tree": "built",
    "cts_root_buf": "sky130_fd_sc_hd__clkbuf_8",
    "clock_tree.htree_level_count": 3,
    "insertion_delay_ns": 0.35,
    "cts-buffers-inserted": 9,
    "cts_hold_buf": 0,
    "postCtsResizedCells": 0
  },
  "worst_setup_path": {
    "reg2reg_setup_slack_ns": 6.56,
    "category_of_the_worst_setup_path_launch_point": "input pin",
    "endpoint_kind": "output port",
    "cp.arrival_ns": 2.94,
    "critPathRequiredTime_ns": 6.96,
    "critical_path_class": "in2out",
    "critical_path.max_fanout": 3
  },
  "final_layout": {
    "syn2layout_area_growth_pct": 28.4,
    "n_fill_cell": 945,
    "final_cell_count_no_fill": 705,
    "post_route_cells_drive_above_1_share": 0.0510
  },
  "die": {
    "die_area_um2": 11200,
    "placementRows": 37,
    "core_util_floorplan": 0.415,
    "fp.dieH_um": 106,
    "die_w_um": 106,
    "floorplan.core_area_um2": 10400,
    "pin_count": 108
  },
  "final_timing": {
    "timing.final.crit_share": 0.538,
    "skew_ns": 0.00840,
    "timing.final.hold_violations": 0,
    "worst_slew_pin_slew_ns": 0.712,
    "maxSlewHeadroom": 0.525,
    "finalMaxSlewViolations": 0,
    "holdWs_ns": 0.453,
    "period_minus_slack_ns": 4.68,
    "setup_total_negative_slack_ns": 0,
    "grt_setup_unrepaired": "false",
    "setup_viol": 0,
    "max_freq_ghz": 0.214
  },
  "routing": {
    "wl_met1_um": 4730,
    "vias": 3385,
    "detail_route.iter0.violations": 89,
    "drt_first_pass_iters": 6,
    "antenna-diode-count": 0,
    "maxUsedRoutingLayer": "met4",
    "route.detailed.wl_per_inst_um": 13.5,
    "ant_nets": 0,
    "finalWirelength_um": 9540,
    "met3WireLength_um": 455,
    "post_drt_via_cell_ratio": 4.80,
    "detail_route.drc_violations": 0,
    "met2_wirelength_um": 4270
  },
  "global_routing": {
    "wire_length_of_the_first_global_routing_pass_um": 15800,
    "track_usage": 0.180,
    "globalRouteOverflowTotal": 0,
    "grt_max_degree": 76,
    "via_count_of_the_first_global_routing_pass": 3277,
    "antenna_found_initial": 0
  },
  "min_path": {
    "hold_path_class": "reg2reg"
  }
}
-- layout by cell type (no fill, tap or decap), drive strengths merged --
cell type      synthesis  final
a22oi                  1      1
clkbuf                26     11
or3                    1      1
inv                    2      3
bufinv                 0      1
nand4                  1      1
and2                  34     34
nand2                162    162
a32oi                  1      1
nor4                   4      4
dfxtp                 99     99
o21a                   1      1
buf                   14     10
conb                   1      4
nor2b                  3      3
nor3b                  1      1
or4b                   1      1
o21ai                 32     32
nand3                  1      1
clkinvlp               0      3
a21boi                 1      1
clkdlybuf4s50          0     97
mux2i                 96     96
or4                    1      1
-- cell type report --
class                      count  area [um^2]  area share
inverter                       2         7.51     0.00136
timing repair buffer         107         1040       0.189
multi-input combinational    345         2120       0.384
clock buffer                  11          141      0.0256
sequential                    99         1980       0.359
clock inverter                 5         61.3      0.0111
tap                          136          170      0.0308
-- worst max-delay path, stage by stage --
cell and delay (ns):
sky130_fd_sc_hd__clkdlybuf4s50_1 0.54, sky130_fd_sc_hd__and2_1 0.19, sky130_fd_sc_hd__clkdlybuf4s50_1 0.47
-- sequential cells by signal (all words and copies together) (netlist names) --
register and count:
Axi4LiteSupporter1.rdDataQ 32, Axi4LiteSupporter1.currentState 3, reg1Q 32, reg0Q 32
-- power by group through the flow --
stage     sequential (uW)  clock, uW  combinational (uW)
4_1_cts               456        307                63.8
5_1_grt               457        327                68.4
6_report              456        299                63.0
-- path summary, 6_finish.rpt --
path	startpoint	end	cells past startpoint
max	S_AXI_ARVALID	S_AXI_ARREADY	3
min	Axi4LiteSupporter1.rdDataQ[28]	Axi4LiteSupporter1.rdDataQ[28]	2
max reg2reg	Axi4LiteSupporter1.currentState[1]	reg1Q[8]	4
min reg2reg	Axi4LiteSupporter1.rdDataQ[28]	Axi4LiteSupporter1.rdDataQ[28]	2
-- logic make-up after synthesis --
kind of cell	synth area share
flip-flops	0.460
buffers and inverters	0.0523
other	0.000871
AND/OR/NAND/NOR	0.219
multiplexers	0.223
AND-OR/OR-AND	0.0445
-- metal layers --
layer  global-route usage  up-vias
met5                    0        -
met4               0.0218        0
met3               0.0271        9
met2                0.296       84
met1                0.267     1560
li1                     -     1732
-- per-stage QoR --
stage,worst slack [ns],area [um^2],utilization
CTS,4.01,5530,0.533
global placement,4.01,5320,0.513
detailed placement,4.01,5320,0.513
floorplan,5.08,4320,-
global route,3.96,5530,0.533
finish,4.02,5530,0.533
Power figures rest on the tool's default switching activity, not on a simulated workload.
