### flow/config.mk
export PLATFORM = sky130hd
export DESIGN_NAME = SPI
export DESIGN_NICKNAME = SPI
export VERILOG_FILES = /design/flow/design.v
export SDC_FILE = /design/flow/constraint.sdc
export NUM_CORES = 4
export LEC_CHECK = 1
export CORE_UTILIZATION = 40
### flow/design.v
module Axi4LiteSupporter #
    (parameter C_S_AXI_ADDR_WIDTH = 6, C_S_AXI_DATA_WIDTH = 32)
    (
        output reg  [C_S_AXI_ADDR_WIDTH-1:0] wrAddr,
        output reg  [C_S_AXI_DATA_WIDTH-1:0] wrData,
        output reg  wr,
        output reg  [C_S_AXI_ADDR_WIDTH-1:0] rdAddr,
        input       [C_S_AXI_DATA_WIDTH-1:0] rdData,
        output reg  rd,
        input       S_AXI_ACLK,
        input       S_AXI_ARESETN,
        input       [C_S_AXI_ADDR_WIDTH-1:0] S_AXI_AWADDR,
        input       S_AXI_AWVALID,
        output reg  S_AXI_AWREADY,
        input       [C_S_AXI_DATA_WIDTH-1:0] S_AXI_WDATA,
        input       [3:0] S_AXI_WSTRB,
        input       S_AXI_WVALID,
        output reg  S_AXI_WREADY,
        output reg  [1:0] S_AXI_BRESP,
        output reg  S_AXI_BVALID,
        input       S_AXI_BREADY,
        input       [C_S_AXI_ADDR_WIDTH-1:0] S_AXI_ARADDR,
        input       S_AXI_ARVALID,
        output reg  S_AXI_ARREADY,
        output reg  [C_S_AXI_DATA_WIDTH-1:0] S_AXI_RDATA,
        output reg  [1:0] S_AXI_RRESP,
        output reg  S_AXI_RVALID,
        input       S_AXI_RREADY
    );
    parameter IDLE = 0, RD_INTRANS = 1, WR_INTRANS = 2;
    reg [3:0] nextState, currentState ; 
    reg [C_S_AXI_DATA_WIDTH-1:0] rdDataD, rdDataQ;
    always @ * begin 
		nextState = currentState ;
		wr = 0 ;
		wrAddr = 0 ;
		wrData = 0 ;
		rd = 0 ;
		rdAddr = 0 ;
		S_AXI_ARREADY = 0 ;
		S_AXI_RDATA = 0 ;
		S_AXI_RRESP = 0 ;
		S_AXI_RVALID = 0 ;
		S_AXI_AWREADY = 0 ;
		S_AXI_WREADY = 0 ;
		S_AXI_BRESP = 2'b00 ;
		S_AXI_BVALID = 0 ;
		rdDataD = rdDataQ ;
        case(currentState) 
            IDLE: begin 
                if ( S_AXI_ARVALID ) begin
                    nextState = RD_INTRANS ;
				    S_AXI_ARREADY = 1 ;
				    rdAddr = S_AXI_ARADDR ;
				    rdDataD = rdData ;
				    rd = 1 ;
                end
                else if ( S_AXI_AWVALID && S_AXI_WVALID ) begin
                    nextState = WR_INTRANS ;
                end 
             end
			RD_INTRANS: begin
                S_AXI_RVALID = 1 ;
                S_AXI_RDATA = rdDataQ ;
				S_AXI_RRESP = 2'b00 ;
				if (S_AXI_RREADY) begin
					nextState = IDLE ;
				end
			end
			WR_INTRANS: begin
				S_AXI_AWREADY = 1 ;
				wrAddr = S_AXI_AWADDR;
				S_AXI_WREADY = 1 ;
				wrData = S_AXI_WDATA ;
				wr = 1 ;
                S_AXI_BRESP = 2'b00 ;
                S_AXI_BVALID = 1 ;
				if (S_AXI_BREADY) begin                
					nextState = IDLE;
				end 
			end    
            default: begin
				nextState = IDLE ;
            end
        endcase
    end 
	always @(posedge S_AXI_ACLK) begin
		if ( !S_AXI_ARESETN ) begin
			currentState <= IDLE ;
			rdDataQ <= 0 ;
		end
		else begin
			currentState <= nextState ;
			rdDataQ <= rdDataD ;
		end
	end
endmodule
`timescale 1ns / 1ps
module SPI #
    (parameter C_S_AXI_ADDR_WIDTH = 14, C_S_AXI_DATA_WIDTH = 32, SPI_DATA_WIDTH=32)
    (
        output reg conv,
        output reg sck,
        output reg sdi,
        input       sdo,
        input       S_AXI_ACLK,
        input       S_AXI_ARESETN,
        input       [C_S_AXI_ADDR_WIDTH-1:0] S_AXI_AWADDR,
        input       S_AXI_AWVALID,
        output wire  S_AXI_AWREADY,
        input       [C_S_AXI_DATA_WIDTH-1:0] S_AXI_WDATA,
        input       [3:0] S_AXI_WSTRB,
        input       S_AXI_WVALID,
        output wire  S_AXI_WREADY,
        output wire  [1:0] S_AXI_BRESP,
        output wire  S_AXI_BVALID,
        input       S_AXI_BREADY,
        input       [C_S_AXI_ADDR_WIDTH-1:0] S_AXI_ARADDR,
        input       S_AXI_ARVALID,
        output wire  S_AXI_ARREADY,
        output wire  [C_S_AXI_DATA_WIDTH-1:0] S_AXI_RDATA,
        output wire  [1:0] S_AXI_RRESP,
        output wire  S_AXI_RVALID,
        input        S_AXI_RREADY,
        output [255:0] probe
    );
    wire[C_S_AXI_ADDR_WIDTH-1:0] wrAddrS, rdAddrS;
    wire[C_S_AXI_DATA_WIDTH-1:0] wrDataS;
    reg [C_S_AXI_DATA_WIDTH-1:0] rdDataS;
    wire wrS, rdS;
Axi4LiteSupporter #(.C_S_AXI_ADDR_WIDTH(C_S_AXI_ADDR_WIDTH),.C_S_AXI_DATA_WIDTH(C_S_AXI_DATA_WIDTH)) Axi4LiteSupporter1 (
    .wrAddr(wrAddrS),                     
    .wrData(wrDataS),                     
    .wr(wrS),                             
    .rdAddr(rdAddrS),                     
    .rdData(rdDataS),                     
    .rd(rdS),                             
    .S_AXI_ACLK(S_AXI_ACLK),             
    .S_AXI_ARESETN(S_AXI_ARESETN),       
    .S_AXI_AWADDR(S_AXI_AWADDR),         
    .S_AXI_AWVALID(S_AXI_AWVALID),       
    .S_AXI_AWREADY(S_AXI_AWREADY),       
    .S_AXI_WDATA(S_AXI_WDATA),           
    .S_AXI_WSTRB(S_AXI_WSTRB),           
    .S_AXI_WVALID(S_AXI_WVALID),         
    .S_AXI_WREADY(S_AXI_WREADY),         
    .S_AXI_BRESP(S_AXI_BRESP),           
    .S_AXI_BVALID(S_AXI_BVALID),         
    .S_AXI_BREADY(S_AXI_BREADY),         
    .S_AXI_ARADDR(S_AXI_ARADDR),         
    .S_AXI_ARVALID(S_AXI_ARVALID),       
    .S_AXI_ARREADY(S_AXI_ARREADY),       
    .S_AXI_RDATA(S_AXI_RDATA),           
    .S_AXI_RRESP(S_AXI_RRESP),           
    .S_AXI_RVALID(S_AXI_RVALID),         
    .S_AXI_RREADY(S_AXI_RREADY)          
) ;
    parameter IDLE = 0, SDI1 = 1, SDI2 = 2, SDI3 = 3, SCK1 = 4, SCK2 = 5, SCK3 = 6, INIT = 7;
    reg [3:0] nextState, currentState ;
    reg [C_S_AXI_DATA_WIDTH-1:0] count, clk_per_sample_D, clk_per_sample_Q = 0;
    reg signed [C_S_AXI_DATA_WIDTH-1:0] bit_counterD, bit_counterQ  = 0;
    reg enableD, enableQ, l_or_r;
    reg [SPI_DATA_WIDTH-1:0] sdiStoreQ, sdiStoreD, sdoStoreQ, sdoStoreD, SPI_DATA_WIDTH_D, SPI_DATA_WIDTH_Q, res;
    always @ * begin
        conv = 0;
        sdi = sdiStoreQ[bit_counterQ];
        sck = 0;
        nextState = currentState;
        sdiStoreD = sdiStoreQ;
        sdoStoreD = sdoStoreQ;
        enableD = enableQ; 
        SPI_DATA_WIDTH_D = SPI_DATA_WIDTH_Q;
        bit_counterD  = bit_counterQ;
        clk_per_sample_D = clk_per_sample_Q;
       if(wrS) begin
           if (wrAddrS == 14'b01010000001000) begin    
               sdiStoreD = wrDataS ;
           end 
           if (wrAddrS == 14'b01000010000000) begin    
               SPI_DATA_WIDTH_D = wrDataS;
           end
           if (wrAddrS == 14'b01000000010000) begin    
               clk_per_sample_D = wrDataS;
           end
           if (wrAddrS == 14'b01010100000000) begin
                enableD = wrDataS;
           end
        end
        if (rdS) begin
            if (rdAddrS == 14'b01010100110000) begin
                rdDataS = l_or_r;
            end
            if (rdAddrS == 14'b01010101111100) begin
                rdDataS = res;
            end
        end
        case(currentState)
            INIT: begin
                if(clk_per_sample_Q != 0) begin
                    if(SPI_DATA_WIDTH_Q != 0) begin
                        if(enableQ != 0) begin
                            nextState = IDLE;
                        end
                    end     
                end
            end
            IDLE:begin
             if((count >= clk_per_sample_Q) && (enableQ != 0)) begin
                    conv = 0;
                    nextState = SDI1;
                    bit_counterD = SPI_DATA_WIDTH_Q - 1;
                end else begin
                    conv = 1;
                end
            end
            SDI1:begin
                nextState = SDI2;
            end
            SDI2:begin
                nextState = SDI3;
            end
            SDI3:begin
                sck  = 'b1;
                nextState = SCK1;
            end
            SCK1:begin
                sck  = 'b1;
                nextState = SCK2;
            end
            SCK2:begin
                sck  = 'b1;
                sdoStoreD[bit_counterQ] = sdo;
                nextState = SCK3;
            end
            SCK3:begin
                bit_counterD = bit_counterQ - 1'b1;
                if(bit_counterQ == 0) begin
                    bit_counterD = 0; 
                    nextState = IDLE;
                end else begin 
                    nextState = SDI1;
                end
            end
        endcase
    end
    always @(posedge S_AXI_ACLK) begin
 		if ( !S_AXI_ARESETN ) begin
            sdiStoreQ <= 0;
            sdoStoreQ <= 0;
            bit_counterQ <= 0;
            SPI_DATA_WIDTH_Q <= 0;
            clk_per_sample_Q <= 0;
            enableQ <= 0;
            l_or_r <= 0;
            currentState <=  INIT;
            res <= 0; 
        end
        else begin  
            if((currentState == IDLE) && (count >= clk_per_sample_D) || (currentState == INIT)) begin
                count <= 0;
            end else begin
                count <= count + 1'b1;
            end
            if ((l_or_r == 0) && (bit_counterQ ==0)&& (currentState ==SCK3)) begin
                l_or_r <= 1;
                res = sdoStoreQ;
            end 
            else if((l_or_r == 1) && (bit_counterQ ==0)&& (currentState ==SCK3) ) begin
                l_or_r <= 0;
                res = sdoStoreQ;
            end
            else begin
                l_or_r <= l_or_r;
            end
            res <= res; 
            enableQ <= enableD;
            sdiStoreQ <= sdiStoreD;
            sdoStoreQ <= sdoStoreD;
            bit_counterQ <= bit_counterD;
            SPI_DATA_WIDTH_Q <= SPI_DATA_WIDTH_D;
            clk_per_sample_Q <= clk_per_sample_D;
            currentState <= nextState;
       end 
    end
    assign probe = {currentState,nextState,l_or_r,res,bit_counterD,sdoStoreD} ;
endmodule
### flow/constraint.sdc
current_design SPI

set clk_period 18.0
set clk_io_pct 0.2

create_clock -name clk0 -period $clk_period [get_ports {S_AXI_ACLK}]

set non_clock_inputs [all_inputs -no_clocks]
set_input_delay [expr $clk_period * $clk_io_pct] -clock clk0 $non_clock_inputs
set_output_delay [expr $clk_period * $clk_io_pct] -clock clk0 [all_outputs]
### flow/run.sh
#!/bin/bash
# OpenROAD 26Q1-2900-gdf79404cd8, Yosys 0.63+post, stock flow scripts
make -C /OpenROAD-flow-scripts/flow DESIGN_CONFIG=/design/flow/config.mk WORK_HOME=/design/flow/orfs finish
==> results_tabular.tex <==
% Auto-generated results table
\begin{tabular}{lr}
\hline
Metric & Value \\
\hline
\multicolumn{2}{l}{\textbf{Clocking}} \\
\quad Number of gates resized after cts & 0 \\
\quad Post-CTS Hold Fix Bufs & 0 \\
\quad TritonCTS buffer count & 31 \\
\quad Clock tree from TritonCTS & done \\
\quad CTS Buffer Depth & 3 \\
\quad Clock latency on the worst-skew pair & 570 ps \\
\quad Root Buffer & sky130\_fd\_sc\_hd\_\_clkbuf\_16 \\
\quad Clk slew on worst S/H paths & 60 ps \\
\quad Post-CTS setup-driven buffer insertion count & 0 \\
\quad Total number of H-tree levels & 1 \\
\multicolumn{2}{l}{\textbf{Run status}} \\
\quad Result of the run & finished clean \\
\multicolumn{2}{l}{\textbf{Yosys}} \\
\quad Most used flip-flop cell after synthesis & sky130\_fd\_sc\_hd\_\_dfxtp\_1 \\
\quad Yosys warning tally & 2 \\
\quad Library cell with the largest summed area after synthesis & sky130\_fd\_sc\_hd\_\_dfxtp\_1 \\
\quad Mean cell area of the mapped netlist & 8.15 um2 \\
\quad Area share of the leading cell type in the synthesized netlist & 27.5\% \\
\quad Adder-cell share of the synthesized area & 5.01\% \\
\quad Main logic family & simple AND/OR/NAND/NOR gates \\
\quad Basic-gate share of the synthesized area counting and, or, nand and nor cells & 25.6\% \\
\quad Post-synthesis instance area & 17000 um2 \\
\quad Number of synthesized flops with an enable pin & 32 \\
\quad Mux share of post-synthesis cell area & 6.38\% \\
\quad Unique cell types & 83 \\
\quad Main area contributors & sky130\_fd\_sc\_hd\_\_dfxtp\_1 (27\%), sky130\_fd\_sc\_hd\_\_buf\_4 (7.0\%), sky130\_fd\_sc\_hd\_\_a21oi\_1 (6.4\%) \\
\quad Flip-flop and latch count after synthesis & 297 \\
\quad Cells after Synth & 2085 \\
\quad Post-synthesis compound-gate area fraction & 11.7\% \\
\quad Number of cells in the yosys synthesis report & 2085 \\
\quad Fraction of synthesized cell area in xor and xnor cells & 4.32\% \\
\quad Yosys stat chip area & 17000 um2 \\
\quad Async set or reset register ratio after synthesis & 0\% \\
\multicolumn{2}{l}{\textbf{Global route}} \\
\quad Wire length of the first global-routing pass & 75.0 mm \\
\quad GR Util All Layers & 22.4\% \\
\quad Antenna violations before repair & 0 \\
\quad Largest net degree at the start of global routing & 69 \\
\quad Vias in the first global route & 13500 \\
\quad Total congestion overflow after global routing & 0 \\
\multicolumn{2}{l}{\textbf{Route}} \\
\quad DRT met1 WL & 21.7 mm \\
\quad Post-route DRC & 0 \\
\quad Detailed Route Iter0 Violations & 975 \\
\quad Antenna Nets Post-Route & 0 \\
\quad Highest metal layer with signal wires & met4 \\
\quad Met2 Wirelength & 22.0 mm \\
\quad Total Wirelength & 47.7 mm \\
\quad Via Count & 14400 \\
\quad Average wire per cell in the routed design & 17.1 um \\
\quad DR vias/cell & 5.18 \\
\quad Antenna diode instance count & 0 \\
\quad DR pass1 iterations & 5 \\
\quad Amount of wire on met3 after detailed routing & 3.15 mm \\
\multicolumn{2}{l}{\textbf{Flow run}} \\
\quad Max-cap violations & 0 \\
\quad Tool warning count & 30 \\
\multicolumn{2}{l}{\textbf{STA}} \\
\quad Total Negative Setup Slacks & 0 ps \\
\quad Time the worst path needs with I/O delays and setup & 9640 ps \\
\quad Unrepaired setup endpoints after global routing & no \\
\quad Final critical-path share of the clock period & 53.5\% \\
\quad Maximum clock rate & 104 MHz \\
\quad Relative max-transition margin & 47.6\% \\
\quad Final setup violation count & 0 \\
\quad Worst Skew & 14.4 ps \\
\quad Actual slew at the worst max-slew pin & 786 ps \\
\quad Final count of hold timing violations & 0 \\
\quad Number of register pins that no clock reaches & 32 \\
\quad Final max-slew violation count & 0 \\
\quad Endpoints left unconstrained & 32 \\
\multicolumn{2}{l}{\textbf{Setup path}} \\
\quad Highest net fanout along the worst path & 32 \\
\quad Setup crit start kind & flip-flop \\
\quad CP cell instances & inv\_1 > ha\_1 > or4b\_1 > nor2\_4 > xnor2\_2 > nand4\_1 > or4b\_2 > o22a\_1 > or4\_4 > or4\_1 > mux2\_1 > clkdlybuf4s50\_1 \\
\quad Buf/Inv on CP & 2 \\
\quad Category of cells accounting for the largest share of critical-path delay & simple AND/OR/NAND/NOR gates \\
\quad Largest stage delay, worst path & 770 ps \\
\quad Startpoint-to-endpoint class of the critical path & reg -> out \\
\quad Cell depth of the worst flop-to-flop path & 19 \\
\quad Data arrival time at the worst-slack endpoint & 6040 ps \\
\quad Path length in cells of the critical path & 12 \\
\quad Critical-path cell with the highest stage delay & sky130\_fd\_sc\_hd\_\_dfxtp\_1 \\
\quad Required time of the critical path & 14400 ps \\
\quad Critical Path Sink Type & output port \\
\multicolumn{2}{l}{\textbf{Floorplan}} \\
\quad Full die area & 43300 um2 \\
\quad Row count & 75 \\
\quad X dimension of the die & 208 um \\
\quad Die outline height & 208 um \\
\quad Count of pins on the block boundary & 372 \\
\quad Core utilization before placement & 40.5\% \\
\quad Standard cell core area & 41900 um2 \\
\multicolumn{2}{l}{\textbf{Power and ir drop}} \\
\quad Max IR drop VDD & 0.190 mV \\
\quad Part of the power in registers & 25.3\% \\
\quad Final Total Pwr & 3.13 mW \\
\quad Power per cell area & 157 nW/um2 \\
\quad P\_sw & 1.40 mW \\
\quad Internal Pwr Total & 1.73 mW \\
\quad Leakage & 7.99 nW \\
\quad Switching part of the total power & 44.8\% \\
\quad Share of power burned in combinational logic & 54.7\% \\
\quad Clock network fraction of design power & 20.0\% \\
\multicolumn{2}{l}{\textbf{Placement}} \\
\quad HPWL after detailed placement & 34.8 mm \\
\quad Final weighted congestion in routability-driven placement & 0.901 \\
\quad Tally of buffers added on design ports & 212 \\
\multicolumn{2}{l}{\textbf{Finish}} \\
\quad P\&R area growth vs syn & 17.2\% \\
\quad Ratio of cells with drive above 1 in the final layout & 7.59\% \\
\multicolumn{2}{l}{\textbf{Min path}} \\
\quad Hold Crit Depth & 2 \\
\quad Kind of path behind the tightest hold check & reg -> reg \\
\hline
\end{tabular}
cell type report:
type | instances | area (um2)
inverter | 47 | 181
multi-input combinational | 1616 | 9620
sequential | 297 | 6110
tap | 539 | 674
timing repair buffer | 240 | 2330
fill | 3984 | 22000
clock buffer | 46 | 912
clock inverter | 6 | 82.6
power by group through the flow:
| stage | clock network [mW] | registers (mW) | logic (mW) |
|---|---|---|---|
| 5_1_grt | 0.662 | 0.807 | 1.89 |
| 4_1_cts | 0.640 | 0.793 | 1.70 |
| 6_report | 0.625 | 0.793 | 1.71 |
metal layers:
layer,up-vias,global-route usage [%]
li1,7168,-
met1,6746,33.4
met2,485,35.4
met3,48,4.07
met4,0,3.37
met5,-,0
cell usage after synthesis (all sizes together), types with 29 or more instances:
| master | number |
|---|---|
| a21oi | 216 |
| and2 | 44 |
| and3 | 41 |
| buf | 180 |
| clkbuf | 99 |
| dfxtp | 233 |
| dlxtn | 32 |
| edfxtp | 32 |
| ha | 68 |
| inv | 46 |
| mux2 | 34 |
| mux2i | 37 |
| nand2 | 272 |
| nand3 | 46 |
| nand4 | 30 |
| nor2 | 285 |
| nor3 | 30 |
| nor4 | 29 |
| o21ai | 34 |
| or4 | 48 |
| xnor2 | 39 |
| xor2 | 44 |
per-stage QoR:
step	hold slack (ps)	utilization (%)	worst slack, ps	std cells	area, um2
2_1_floorplan	432	-	10240	2239	17600
3_3_place_gp	438	45.1	9090	2739	18900
3_5_place_dp	444	45.1	9060	2739	18900
4_1_cts	452	47.5	8430	2791	19900
5_1_grt	466	47.5	8200	2791	19900
6_report	447	47.5	8360	2791	19900
cells in the final DEF, fill, tap and decap left out, types with 16 or more instances in the layout:
cell,count
sky130_fd_sc_hd__dfxtp_1,233
sky130_fd_sc_hd__clkbuf_16,31
sky130_fd_sc_hd__edfxtp_1,32
sky130_fd_sc_hd__xnor2_1,38
sky130_fd_sc_hd__mux2i_1,37
sky130_fd_sc_hd__nand4_1,28
sky130_fd_sc_hd__mux2_4,28
sky130_fd_sc_hd__nand2_1,272
sky130_fd_sc_hd__or4_1,19
sky130_fd_sc_hd__and2_1,41
sky130_fd_sc_hd__a21o_1,25
sky130_fd_sc_hd__xor2_1,44
sky130_fd_sc_hd__or3_1,16
sky130_fd_sc_hd__nor2_1,284
sky130_fd_sc_hd__a21oi_1,216
sky130_fd_sc_hd__and3_1,41
sky130_fd_sc_hd__nor3_1,22
sky130_fd_sc_hd__ha_1,68
sky130_fd_sc_hd__conb_1,155
sky130_fd_sc_hd__inv_1,45
sky130_fd_sc_hd__nand3_1,44
sky130_fd_sc_hd__or4_4,29
sky130_fd_sc_hd__dlxtn_1,32
sky130_fd_sc_hd__nor4_1,26
sky130_fd_sc_hd__buf_4,29
sky130_fd_sc_hd__o21ai_0,33
sky130_fd_sc_hd__clkdlybuf4s50_1,211
worst min-delay path: stages, from the launching register on:
cell	delay (ps)
sky130_fd_sc_hd__dfxtp_1	300
sky130_fd_sc_hd__nand2_1	50
sky130_fd_sc_hd__a21oi_1	50
flip-flops by register name (all words and copies together) (netlist names):
name,count
Axi4LiteSupporter1.rdDataQ,32
SPI_DATA_WIDTH_Q,32
bit_counterQ,32
clk_per_sample_Q,32
count,32
rdDataS,32
res,32
sdiStoreQ,32
sdoStoreQ,32
currentState,4
Axi4LiteSupporter1.currentState,3
enableQ,1
l_or_r,1
worst paths after layout:
check / start / endpoint / slack (ps)
max: bit_counterQ[1] / probe[1] / 8360
min: Axi4LiteSupporter1.rdDataQ[11] / Axi4LiteSupporter1.rdDataQ[11] / 450
max reg2reg: Axi4LiteSupporter1.currentState[1] / count[8] / 12950
min reg2reg: Axi4LiteSupporter1.rdDataQ[11] / Axi4LiteSupporter1.rdDataQ[11] / 450
kinds of logic after synthesis:
group | after synthesis
buffers and inverters | 326
AND-OR/OR-AND | 343
latches | 32
multiplexers | 81
AND/OR/NAND/NOR | 886
adder cells (fa/ha/maj) | 68
other | 1
XOR/XNOR | 83
flip-flops | 265
Power is estimated from default activity; no workload was simulated.
